File: flow/run.sh
#!/bin/bash
# OpenROAD 26Q1-2900-gdf79404cd8, Yosys 0.63+post, stock flow scripts
make -C /OpenROAD-flow-scripts/flow DESIGN_CONFIG=/design/flow/config.mk WORK_HOME=/design/flow/orfs finish
File: flow/config.mk
export PLATFORM = sky130hd
export DESIGN_NAME = vector_detect_r2l
export DESIGN_NICKNAME = vector_detect_r2l
export VERILOG_FILES = /design/flow/design.v
export SDC_FILE = /design/flow/constraint.sdc
export NUM_CORES = 4
export LEC_CHECK = 1
export CORE_AREA = 10 10 70 70
export DIE_AREA = 0 0 80 80
export SYNTH_HDL_FRONTEND = slang
File: flow/constraint.sdc
current_design vector_detect_r2l

set clk_period 2.5
set clk_io_pct 0.2

create_clock -name clk0 -period $clk_period

set non_clock_inputs [all_inputs -no_clocks]
set_input_delay [expr $clk_period * $clk_io_pct] -clock clk0 $non_clock_inputs
set_output_delay [expr $clk_period * $clk_io_pct] -clock clk0 [all_outputs]
File: flow/design.v
module vector_detect_casez (
    input      [15:0] seq,
    output reg [15:0] pos
);
    always @(*) begin
        casex (seq)
            16'b1xxx_xxxx_xxxx_xxxx: pos = 16'b1000_0000_0000_0000;
            16'bx1xx_xxxx_xxxx_xxxx: pos = 16'b0100_0000_0000_0000;
            16'bxx1x_xxxx_xxxx_xxxx: pos = 16'b0010_0000_0000_0000;
            16'bxxx1_xxxx_xxxx_xxxx: pos = 16'b0001_0000_0000_0000;
            16'bxxxx_1xxx_xxxx_xxxx: pos = 16'b0000_1000_0000_0000;
            16'bxxxx_x1xx_xxxx_xxxx: pos = 16'b0000_0100_0000_0000;
            16'bxxxx_xx1x_xxxx_xxxx: pos = 16'b0000_0010_0000_0000;
            16'bxxxx_xxx1_xxxx_xxxx: pos = 16'b0000_0001_0000_0000;
            16'bxxxx_xxxx_1xxx_xxxx: pos = 16'b0000_0000_1000_0000;
            16'bxxxx_xxxx_x1xx_xxxx: pos = 16'b0000_0000_0100_0000;
            16'bxxxx_xxxx_xx1x_xxxx: pos = 16'b0000_0000_0010_0000;
            16'bxxxx_xxxx_xxx1_xxxx: pos = 16'b0000_0000_0001_0000;
            16'bxxxx_xxxx_xxxx_1xxx: pos = 16'b0000_0000_0000_1000;
            16'bxxxx_xxxx_xxxx_x1xx: pos = 16'b0000_0000_0000_0100;
            16'bxxxx_xxxx_xxxx_xx1x: pos = 16'b0000_0000_0000_0010;
            16'bxxxx_xxxx_xxxx_xxx1: pos = 16'b0000_0000_0000_0001;
            default:      pos = 8'b0000_0000;
        endcase
    end
endmodule
module vector_detect_r2l #(
    parameter VECTOR_WIDTH       = 16,
    parameter VECTOR_DETECT_MODE = 0
) (
    input  [VECTOR_WIDTH-1:0] seq,
    output [VECTOR_WIDTH-1:0] pos
);
    localparam  VECTOR_DETECT_CASEZ = 0, 
                VECTOR_DETECT_DIVDE = 1, 
                VECTOR_DETECT_COMPL = 2,
                VECTOR_DETECT_SHIFT_OR = 3;
    wire [VECTOR_WIDTH-1:0] seq_trans;
    wire [VECTOR_WIDTH-1:0] pos_trans;
    generate
        for (genvar i = 0; i < VECTOR_WIDTH; i = i + 1) begin
            assign seq_trans[i] = seq[VECTOR_WIDTH-1-i];
            assign pos[i] = pos_trans[VECTOR_WIDTH-1-i];
        end
    endgenerate
    generate
        if (VECTOR_DETECT_MODE == VECTOR_DETECT_CASEZ) begin
            vector_detect_casez vector_detect_casez_inst (
                .seq(seq_trans),
                .pos(pos_trans)
            );
        end else if (VECTOR_DETECT_MODE == VECTOR_DETECT_DIVDE) begin
            vector_detect_divide #(
                .VECTOR_WIDTH(VECTOR_WIDTH)
            ) vector_detect_divde_inst (
                .seq(seq_trans),
                .pos(pos_trans)
            );
        end else if (VECTOR_DETECT_MODE == VECTOR_DETECT_COMPL) begin
            vector_detect_compl #(
                .VECTOR_WIDTH(VECTOR_WIDTH)
            ) vector_detect_compl_inst (
                .seq(seq_trans),
                .pos(pos_trans)
            );
        end else if (VECTOR_DETECT_MODE == VECTOR_DETECT_SHIFT_OR) begin
            vector_detect_shift_or #(
                .VECTOR_WIDTH(VECTOR_WIDTH)
            ) vector_detect_shift_xor_inst (
                .seq(seq_trans),
                .pos(pos_trans)
            );
        end
    endgenerate
endmodule
==> results.json <==
{
  "outcome": "completed",
  "slew_viol_final": 0,
  "p_leak_nw": 0.340,
  "startpoint_type": "primary input",
  "top_area_share_pct": 11.4,
  "drtPass1Iterations": 2,
  "antenna_found_initial": 0,
  "period_needed_ns": 2.45,
  "whs_endpoint": "pos[10]",
  "final.setup.worst_slack_ns": 0.0509,
  "hold_viol": 0,
  "port_buffers": 32,
  "first_global_vias": 383,
  "fp_util_pct": 5.79,
  "p_seq_share_pct": 0,
  "worstPathMaxFanout": 2,
  "rsz0062_at_grt": "no",
  "cp.required_ns": 2.00,
  "yosys_warnings": 0,
  "place_area_um2": 636,
  "antennaDiodeCount": 0,
  "tool_warnings": 33,
  "p_total_uw": 59.7,
  "period_used_pct": 98.0,
  "synthTopCellsByCount": "inv_1 (4), nor2_1 (4), nor3b_1 (3)",
  "synth.largest_area_cell": "nor3b_1",
  "syn_area_um2": 198,
  "core_region_area_mm2": 0.00342,
  "slew_headroom_pct": 81.8,
  "antenna_left": 0,
  "dp_slack_ns": -0.407,
  "vias": 374,
  "setup_viol": 0,
  "utilization_pct": 20.8,
  "p_per_area_mw_per_mm2": 84.2,
  "grt_max_degree": 5,
  "flops": 0,
  "place_hpwl_mm": 1.07,
  "worstMarginPinSlew_ns": 0.269,
  "yosysSeqAreaShare_pct": 0,
  "track_usage_pct": 3.35,
  "ys_cells": 28,
  "die_h_um": 80,
  "fmax_mhz": 408,
  "drt_wl_total_mm": 1.21,
  "p_int_uw": 37.9,
  "pwr-share-comb_pct": 100.0,
  "avgSynthCellArea_um2": 7.06,
  "final_area_um2": 709,
  "path_class": "in -> out",
  "hold_slack_ns": 1.52,
  "die_x_um": 80,
  "hold_class": "in -> out",
  "dr.first_iter.drc_count": 1,
  "n_clock_buffer": 0,
  "seq_area_um2": 0,
  "crit_chain": "dlygate4sd2_1 -> or3_4 -> buf_4 -> nor3_2 -> clkdlybuf4s50_1",
  "p_sw_uw": 21.9,
  "wl_per_cell_um": 10.2,
  "path_delay_family": "buffers and inverters",
  "avgViaCountPerCell": 3.17,
  "top_cells_by_area": "nor3b_1 (11%), nor4_4 (11%), and4b_1 (10%)",
  "syn_to_final_growth_pct": 259,
  "netlist_instances": 28,
  "synth.distinct_cells": 17,
  "gp_congestion": 0.759,
  "worstPathArrival_ns": 1.95,
  "hold_path_depth": 4,
  "power_frac_clock_pct": 0,
  "io_pins": 32,
  "grt_overflow": 0,
  "max_stage_delay_ns": 0.49,
  "critPathBufInv": 3,
  "p_sw_share_pct": 36.6,
  "ys_area_um2": 198,
  "grt_pass1_wl_mm": 1.81,
  "cap_viol_max_count": 0,
  "slowest_stage": "clkdlybuf4s50_1",
  "min_from": "seq[9]",
  "die_area_mm2": 0.00640,
  "peakVddDrop_v": 0.0000151,
  "drc": 0,
  "rows": 21,
  "cp-end-kind": "primary output",
  "drive_above_1_share_pct": 36.1
}
-- per-stage QoR --
stage	TNS [ns]	cells
floorplan	0	28
global placement	-2.99	114
detailed placement	-3.31	114
CTS	-0.0209	118
global route	0	118
finish	0	118
-- logic make-up after synthesis --
kind of cell,count (synthesis),share of synthesized area (%)
buffers and inverters,5,11.4
AND/OR/NAND/NOR,23,88.6
-- placed cells by master (no fill, tap or decap), drive strengths merged --
cell / synthesis / routed
nor2b: 1 / 1
nor3b: 3 / 3
and4b: 2 / 2
and2: 1 / 1
nor3: 2 / 2
clkdlybuf4s50: 0 / 17
nor4b: 2 / 2
clkdlybuf4s15: 0 / 1
nand3: 2 / 2
buf: 1 / 15
dlygate4sd2: 0 / 10
nor4: 2 / 2
nand4: 1 / 1
and3b: 1 / 1
nor2: 4 / 4
or3: 1 / 1
and3: 1 / 1
dlymetal6s2s: 0 / 2
inv: 4 / 4
-- power by group through the flow --
stage | Combinational (mW) | Sequential (mW) | Clock (mW)
global route | 0.0647 | 0 | 0
CTS | 0.0582 | 0 | 0
finish | 0.0597 | 0 | 0
-- worst max-delay path by stage --
stage | startpoint | to | slack, ns | cells after the start
CTS | seq[0] | pos[13] | -0.02 | 5
global route | seq[5] | pos[13] | 0.007 | 6
finish | seq[11] | pos[13] | 0.05 | 5
-- layer usage --
layer	GRT usage [%]	wire (um)	vias up
li1	-	-	193
met1	3.69	472	166
met2	6.10	575	15
met3	1.48	157	0
met4	0	0	0
met5	0	0	-
-- tightest hold or removal path: stages --
cell,delay (ns)
dlygate4sd2_1,0.22
buf_4,0.14
nor3b_2,0.04
dlymetal6s2s_1,0.12
-- timing repair --
item                       4_1_cts  5_1_grt
hold endpoints to repair         0        0
buffers inserted                 4        1
gates resized                   25        9
pin swaps                        8        5
hold buffers                     0        0
setup endpoints to repair       12        8
-- layout make-up --
cell class                      count  area, um2
Inverter                            4       15.0
Fill cell                         387       2710
Multi-Input combinational cell     23        233
Tap cell                           46       57.6
Timing Repair Buffer               45        404
Power and IR drop assume default switching activity.
