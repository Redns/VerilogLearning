$ cat design/flow/constraint.sdc
current_design vector_detect_top

set clk_period 2.9
set clk_io_pct 0.2

create_clock -name clk0 -period $clk_period [get_ports {clk}]

set non_clock_inputs [all_inputs -no_clocks]
set_input_delay [expr $clk_period * $clk_io_pct] -clock clk0 $non_clock_inputs
set_output_delay [expr $clk_period * $clk_io_pct] -clock clk0 [all_outputs]
$ cat design/flow/design.v
module vector_detect_divide #(
    parameter  VECTOR_WIDTH     = 16,
    localparam VECTOR_SUB_WIDTH = VECTOR_WIDTH >> 1
) (
    input  [VECTOR_WIDTH-1:0] seq,
    output [VECTOR_WIDTH-1:0] pos
);
    wire [1:0][VECTOR_SUB_WIDTH-1:0] sub_pos;
    generate
        if (VECTOR_WIDTH == 2) begin
            assign pos = { seq[1], seq[1] ? 1'b0 : seq[0] };
        end else begin
            vector_detect_divide #(
                .VECTOR_WIDTH(VECTOR_SUB_WIDTH)
            ) vector_detect_0 (
                .seq(seq[0+:VECTOR_SUB_WIDTH]),
                .pos(sub_pos[0])
            );
            vector_detect_divide #(
                .VECTOR_WIDTH(VECTOR_SUB_WIDTH)
            ) vector_detect_1 (
                .seq(seq[VECTOR_WIDTH-1-:VECTOR_SUB_WIDTH]),
                .pos(sub_pos[1])
            );
            assign pos[VECTOR_WIDTH-1-:VECTOR_SUB_WIDTH] = sub_pos[1];
            assign pos[0+:VECTOR_SUB_WIDTH] = sub_pos[1] ? 'b0 : sub_pos[0];
        end
    endgenerate
endmodule
module vector_detect_top (
    input                          clk,
    input                          rst_n,
    output reg [16-1:0] pos
);
    reg  [16-1:0] seq;
    wire [16-1:0] pos_w;
    generate
        if (1 == 0) begin
            vector_detect_casez vector_detect_casez_inst (
                .seq(seq),
                .pos(pos_w)
            );
        end else if (1 == 1) begin
            vector_detect_divide #(
                .VECTOR_WIDTH(16)
            ) vector_detect_divde_inst (
                .seq(seq),
                .pos(pos_w)
            );
        end else if (1 == 2) begin
            vector_detect_compl #(
                .VECTOR_WIDTH(16)
            ) vector_detect_compl_inst (
                .seq(seq),
                .pos(pos_w)
            );
        end else if (1 == 3) begin
            vector_detect_shift_or #(
                .VECTOR_WIDTH(16)
            ) vector_detect_shift_xor_inst (
                .seq(seq),
                .pos(pos_w)
            );
        end
    endgenerate
    always @(posedge clk or negedge rst_n) begin
        if (!rst_n) begin
            seq <= 'b0;
        end else begin
            seq <= seq + 1'b1;
        end
    end
    always @(posedge clk or negedge rst_n) begin
        if (!rst_n) begin
            pos <= 'b0;
        end else begin
            pos <= pos_w;
        end
    end
endmodule
$ cat design/flow/run.sh
#!/bin/bash
# OpenROAD 26Q1-2900-gdf79404cd8, Yosys 0.63+post, stock flow scripts
make -C /OpenROAD-flow-scripts/flow DESIGN_CONFIG=/design/flow/config.mk WORK_HOME=/design/flow/orfs finish
$ cat design/flow/config.mk
export PLATFORM = sky130hd
export DESIGN_NAME = vector_detect_top
export DESIGN_NICKNAME = vector_detect_top
export VERILOG_FILES = /design/flow/design.v
export SDC_FILE = /design/flow/constraint.sdc
export NUM_CORES = 4
export LEC_CHECK = 1
export CORE_AREA = 10 10 94 94
export DIE_AREA = 0 0 104 104
export SYNTH_HDL_FRONTEND = slang
==> Slide: Implementation Results <==
Key Metrics from the Run

Worst setup path
  – FF-to-FF End: pos[5]
  – CP Launch Type: flip-flop
  – Slowest-stage cell, CP: clkdlybuf4s50_1
  – Critical Path Fanout Max: 1
  – Critical path required time: 2.32 ns
  – Crit end category: output port
  – Worst r2r src: seq[13]
  – Crit path kind: flip-flop to output port
  – Delay-heaviest family, CP: buffers and inverters
  – Worst R2R Path Depth: 3
  – WP data arrival: 1.07 ns
  – Worst Path Buf+Inv: 1
  – CP peak stage delay: 0.46 ns
  – FF-to-FF setup slack: 1.46 ns
  – Crit path cell chain: clkdlybuf4s50_1

Final timing
  – Pins Over Slew Limit: 0
  – Period utilization: 0.570
  – Crit path time final: 1.65 ns
  – Setup violators final: 0
  – Worst Max-Slew Pin Slew: 0.468 ns
  – Worst Skew: 0.00285 ns
  – Slew headroom: 0.686
  – Setup TNS: 0 ns
  – Fmax: 0.605 GHz
  – Fin. Hold Viols: 0
  – Unrepaired setup endpoints after global routing: no

CTS
  – Clk ins delay skew pair: 0.28 ns
  – Total CTS buffers: 5
  – CTS root buf: clkbuf_8
  – TritonCTS clock tree: built
  – Post-CTS Setup Inserts: 0
  – Clk sinks: 32
  – Clock Pin Slew Worst Setup and Hold Paths: 0.06 ns
  – Resize count post-CTS: 0
  – Worst-case clock buffer depth: 2
  – H-tree depth: 2
  – Hold Buf Count CTS: 0

GRT
  – Pin count of the biggest net entering global routing: 33
  – First-pass GRT wire length: 4.06 mm
  – Initial antenna violation count: 0
  – GRT Total Usage: 0.0432
  – GRT overflow: 0
  – Vias in the first global route: 833

Floorplanning
  – Core Rows: 30
  – Die Area: 10800 um2
  – Core area: 6830 um2
  – Die height: 104 um
  – Ports: 18
  – Die span in x: 104 um
  – FP Core Util: 0.196

Logic synthesis
  – Synthesis area per yosys: 1340 um2
  – Synth unique cells: 29
  – Yosys warning count: 0
  – Number of cells in Yosys stat: 108
  – Cell Area, Synth: 1340 um2
  – Area contributors post-synth: dfrtp_1 60%, xnor2_1 4.6%, xor2_1 4.6%
  – Syn Area/Cell: 12.4 um2
  – Ys flops: 32
  – Synth Seq Share: 0.598
  – Dominant cell area share: 0.598
  – Cell type with the largest total area: dfrtp_1
  – Post-synthesis cell count: 108

Pwr
  – Leakage: 0.804 nW
  – VDD IR max: 181 uV
  – Power Density: 480 nW/um2

Route
  – Via density: 3.74
  – ANT cells: 0
  – Via Count: 833
  – First-pass DRT Iterations: 4
  – First DRT Iteration DRCs: 39
  – Residual DRC: 0
  – WL final: 2.26 mm
  – Post-route ant nets: 0
  – Routed length per instance: 10.2 um

Layout
  – Area growth from synthesis to layout: 26.8%
  – Ratio of cells with drive above 1 in the final layout: 0.126
  – Post-route cell area: 1700 um2
  – Sequential cell area: 801 um2
  – Fillcell total: 722
  – Logic cell area: 485 um2

Placed design
  – Cell area after placement: 1600 um2
  – Detail Placement HPWL: 1.62 mm
  – Routability cong.: 0.781
  – I/O Buffers: 17

Job
  – Max-cap violations: 0
  – Log Warnings: 26

Min path
  – Hold path depth: 1
  – Hold worst-path end: seq[0]
  – Hold crit path type: flip-flop to flip-flop
  – HP Start: seq[0]

Status
  – Status: finished clean
==> synth_stat cells <==
library cell,count
and2_1,3
and2_2,1
and3_1,3
and3b_1,1
and4_1,1
and4b_1,1
buf_2,3
buf_4,2
clkbuf_2,1
dfrtp_1,32
ha_1,2
inv_1,5
nand2_1,6
nand3_1,4
nand4_1,3
nand4_2,2
nand4b_1,2
nor2_1,3
nor2b_1,1
nor3_1,4
nor3_2,1
nor3b_1,3
nor4_1,5
nor4_2,2
nor4b_1,1
nor4b_2,1
or4_4,1
xnor2_1,7
xor2_1,7
==> layout by cell type (no fill, tap or decap), types with 2 or more instances in the layout <==
cell / instances
nand4b_1: 2
nor4_1: 5
nand2_1: 6
clkdlybuf4s50_1: 17
nor3b_1: 3
dfrtp_1: 32
and2_1: 3
nand4_1: 3
nor3_1: 4
nand3_1: 4
and3_1: 3
inv_1: 5
nor4_2: 2
xor2_1: 7
nor2_1: 3
xnor2_1: 7
ha_1: 2
nand4_2: 2
clkbuf_8: 7
==> area by class of cell <==
cell class / count / share of cell area
flip-flops and latches: 32 / 0.471
clock buffers: 7 / 0.0567
multi-input cells: 65 / 0.286
repair buffers: 18 / 0.105
well taps: 96 / 0.0707
inverters: 5 / 0.0110
==> logic make-up (layout without fill, tap and decap cells) <==
logic type | count (synthesis) | in the layout | synth area share
and+or+nand+nor | 49 | 49 | 0.252
buffers and inverters | 11 | 30 | 0.0401
xor gates and xnor gates | 14 | 14 | 0.0915
adders and majority gates | 2 | 2 | 0.0187
DFF | 32 | 32 | 0.598
==> sequential cells by signal, summed over array words and instances, names as in the netlist <==
register  cells
pos          16
seq          16
==> stage by stage <==
step,hold WS [ns],total power [mW],instances,setup WS (ns),util
final,0.521,0.816,223,1.25,0.249
after global routing,0.555,0.841,223,1.20,0.249
after CTS,0.531,0.827,223,1.21,0.249
after detailed placement,0.521,0.466,216,1.46,0.235
after global placement,0.508,0.466,216,1.51,0.235
after floorplan,0.284,0.455,108,1.60,-
==> layer usage <==
| metal | global-route usage | routed length, um |
|---|---|---|
| met2 | 0.0653 | 987 |
| met5 | 0 | 0 |
| met1 | 0.0587 | 1060 |
| met4 | 0.00994 | 69 |
| met3 | 0.0144 | 149 |
==> how the worst max path moves through the flow <==
stage	start	end	slack (ns)	cells past startpoint
final	pos[3]	pos[3]	1.25	1
after global routing	pos[0]	pos[0]	1.20	1
after CTS	pos[3]	pos[3]	1.21	1
==> report_power, final <==
group / internal (mW) / leakage, nW / switching, mW
combinational: 0.00206 / 0.321 / 0.00808
clock: 0.211 / 0.0503 / 0.148
sequential: 0.447 / 0.432 / 0
No activity file was given, so power comes from the tool's default toggle rates.
